File: /design/flow/run.sh
#!/bin/bash
# OpenROAD 26Q1-2900-gdf79404cd8, Yosys 0.63+post, stock flow scripts
make -C /OpenROAD-flow-scripts/flow DESIGN_CONFIG=/design/flow/config.mk WORK_HOME=/design/flow/orfs finish
File: /design/flow/config.mk
export PLATFORM = sky130hd
export DESIGN_NAME = mux_pc
export DESIGN_NICKNAME = mux_pc
export VERILOG_FILES = /design/flow/design.v
export SDC_FILE = /design/flow/constraint.sdc
export NUM_CORES = 4
export LEC_CHECK = 1
export CORE_AREA = 10 10 76 76
export DIE_AREA = 0 0 86 86
File: /design/flow/constraint.sdc
current_design mux_pc

set clk_period 4.8
set clk_io_pct 0.2

create_clock -name clk0 -period $clk_period

set non_clock_inputs [all_inputs -no_clocks]
set_input_delay [expr $clk_period * $clk_io_pct] -clock clk0 $non_clock_inputs
set_output_delay [expr $clk_period * $clk_io_pct] -clock clk0 [all_outputs]
File: /design/flow/design.v
module mux_pc
  (input [2:0]   MPC,
   input [15:0]  MDB_out, CALC_out, reg_PC_out,
   output [15:0] reg_PC_in);
   wire [15:0]   next_PC = {reg_PC_out[15:1],1'b0}+2;
   wire [79:0]   mux_ins_flat = {MDB_out,
                                 MDB_out<<1,
                                 CALC_out,  
                                 next_PC,
                                 reg_PC_out};  
   wire [15:0]   mux_ins [4:0];  
   assign reg_PC_in = mux_ins[MPC];
   genvar        i;
   for (i = 0; i < 5; i = i + 1)
   begin
     assign mux_ins[i] = mux_ins_flat[(16*(i+1)-1):16*i];
   end
endmodule
==> results.toml <==
# synthesis and place-and-route metrics
[pwr]
power.leakage_nw = 0.606
clock_power_share_pct = 0
power_density_mw_per_mm2 = 91.5
combinationalPowerShare_pct = 100.0
swShare_pct = 39.1
peakVddDrop_mv = 0.0330
p_int_mw = 0.0975
pwr-share-seq_pct = 0
switchingPower_mw = 0.0625

[die]
die_h_um = 86
coreArea_sq_mm = 0.00412
ioPinCount = 67
dieArea_sq_mm = 0.00740
fp-utilization_pct = 25.6
rows = 23
die_x_um = 86

[min_path]
worstHoldStart = "reg_PC_out[12]"
hold_end = "reg_PC_in[12]"
worstHoldPathType = "in -> out"
min_path_cells = 4

[timing]
setup_viol = 0
tightestPinTransition_ps = 704
fin_ws_ps = 528
finalCriticalPeriod_ps = 4270
slew_viol_final = 0
fin_crit_sh_pct = 89.0
fmax_ghz = 0.234
slew-limit-headroom_pct = 52.9
rsz0062_at_grt = "no"
tns_ps = 0
hold_viol = 0

[final_layout]
lay_top_cells = "67 x clkdlybuf4s50_1, 12 x nor2_1, 12 x a21oi_1"
fin_area_sq_mm = 0.00175
seq_cell_count = 0
lay_top_count = "clkdlybuf4s50_1"
clock_buffers = 0
syn2layout_area_growth_pct = 66.2
seqCellArea_sq_um = 0
drive_above_1_share_pct = 3.57

[routing]
first_pass_iters = 4
n_antenna_cell = 0
drcViolationCount = 0
wl_per_cell_um = 16.5
drt_iter0_drc = 76
vias_per_cell = 5.48
vias = 1502
wirelength_um = 4520
ant_nets = 0

[placed_design]
place_hpwl_um = 3780
place.port_buffers = 67
place_congestion = 0.812
place_ws_ps = 529
dpl_cell_area_sq_mm = 0.00175

[yosys]
ys_cells = 163
yosys_warnings = 1
ys_seq_share_pct = 0
yosysUniqueCellTypes = 44
syn_inst = 163
synth_area_sq_mm = 0.00105
ys_chip_area_sq_mm = 0.00105
synth_area_per_cell_sq_um = 6.46

[job]
warning_count = 32
max-cap-violations = 0

[clock_tree]
cts_setup_buffers = 0
cts_resized = 0
holdBufCountCts = 0

[grt]
grt_pass1_wl_um = 7030
grt_pass1_vias = 1378
overflow = 0
grt_max_degree = 29
antenna_found_initial = 0
grt_usage_pct = 11.1

[setup_path]
worst_setup_path_start_kind = "input pin"
cp.required_ps = 3840
critPathMaxFanout = 13
path_class = "in -> out"
critical_path.endpoint_type = "output port"
cp.arrival_ps = 3310

[outcome]
outcome = "complete, no violations"
-- metal layers --
layer / vias up / track usage (%) / part of all wire, %
met3: 0 / 2.19 / 6.3
met5: - / 0 / 0
met1: 690 / 15.3 / 45
met2: 45 / 18.3 / 49
met4: 0 / 0 / 0
li1: 767 / - / -
-- synth_stat cells, types with 2 or more instances --
cell type   n  share of area (%)
or3b_4      2                2.1
inv_1       9                3.2
and3_1      3                1.8
o32ai_1     2                1.7
nand2_1     8                2.9
nor2b_1     4                2.4
buf_6       2                2.1
mux2i_1     3                2.9
buf_2       5                2.4
nor3_1      7                3.3
o22a_1      3                2.5
and4_1      3                2.5
buf_4       3                2.1
nand3_1     9                4.3
and2_1      2                1.2
o211ai_1    2                1.4
nand3b_1    2                1.4
a211oi_1    3                2.1
or4b_1      2                1.9
nand4_1     4                2.4
nand2b_1    5                3.0
o221ai_1    4                3.3
xnor2_1     2                1.7
a221oi_1    5                4.2
nor4b_1     4                3.3
o21a_1      8                5.7
nor2_1     12                4.3
a21oi_1    12                5.7
o21ai_0    11                5.2
o311ai_0    4                3.3
a22oi_1     2                1.4
a32oi_1     3                2.5
a41oi_1     2                1.7
-- critical path, cell delays in order --
cell	delay, ps
clkdlybuf4s50_1	610
nor3b_1	670
a221oi_1	250
o21a_1	230
o22a_1	190
clkdlybuf4s50_1	400
-- cell families after synthesis --
group           synth area share, %
compound gates                 42.1
xor+xnor                       1.66
fa+ha+maj                      2.14
buf+inv                        10.6
mux                            2.85
simple gates                   40.7
-- how the worst max path moves through the flow --
stage / start / end / slack [ps] / depth (start not counted)
after global routing: MPC[1] / reg_PC_in[11] / 330 / 6
final: MPC[1] / reg_PC_in[11] / 530 / 6
after CTS: MPC[1] / reg_PC_in[11] / 520 / 6
-- area by class of cell --
| cell class | count | area (sq um) |
|---|---|---|
| Fill cell | 416 | 2370 |
| Multi-Input combinational cell | 142 | 941 |
| Timing Repair Buffer | 72 | 708 |
| Tap cell | 50 | 62.6 |
| Inverter | 10 | 37.5 |
-- power groups by stage --
| stage | sequential (mW) | clock [mW] | combinational (mW) |
|---|---|---|---|
| 6_report | 0 | 0 | 0.160 |
| 5_1_grt | 0 | 0 | 0.176 |
| 4_1_cts | 0 | 0 | 0.162 |
-- stage by stage --
stage,hold WS [ps],utilization [%],total power [mW],std cells
after detailed placement,2910,42.5,0.160,274
after CTS,2920,42.5,0.162,274
after global routing,2960,42.5,0.176,274
after global placement,2920,42.5,0.162,274
after floorplan,1980,-,0.0640,163
final,2910,42.5,0.160,274
Power is estimated from default activity; no workload was simulated.
