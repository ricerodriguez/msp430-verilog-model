<file path="config.mk">
export PLATFORM = sky130hd
export DESIGN_NAME = ram
export DESIGN_NICKNAME = ram
export VERILOG_FILES = /design/flow/design.v
export SDC_FILE = /design/flow/constraint.sdc
export NUM_CORES = 4
export LEC_CHECK = 1
export CORE_UTILIZATION = 50
</file>
<file path="constraint.sdc">
current_design ram

set clk_period 177.9
set clk_io_pct 0.2

create_clock -name clk0 -period $clk_period [get_ports {clk}]

set non_clock_inputs [all_inputs -no_clocks]
set_input_delay [expr $clk_period * $clk_io_pct] -clock clk0 $non_clock_inputs
set_output_delay [expr $clk_period * $clk_io_pct] -clock clk0 [all_outputs]
</file>
<file path="design.v">
module ram
  (input clk,
   input [15:0]  ram_addr,
   input [15:0]  ram_Din,
   input         ram_RW,
   input         BW,
   output reg    ram_write_done,
   output [15:0] ram_out);
   parameter  BOUND_U = 16'h0400,
              BOUND_L = 16'h0200;
   localparam SIZE    = BOUND_U - BOUND_L;
   reg [7:0]     mem_ram [SIZE-1:0];
   assign ram_out = {mem_ram[ram_addr+1],mem_ram[ram_addr]};
   always @ (posedge clk)
     begin
        if (ram_RW)
          begin
             ram_write_done<=1'b1;
             if (~BW)
               {mem_ram[ram_addr+1],mem_ram[ram_addr]} <= ram_Din;
             else
               mem_ram[ram_addr] <= ram_Din;
          end
        else
          ram_write_done<=1'b0;
     end  
endmodule
</file>
<file path="run.sh">
#!/bin/bash
# OpenROAD 26Q1-2900-gdf79404cd8, Yosys 0.63+post, stock flow scripts
make -C /OpenROAD-flow-scripts/flow DESIGN_CONFIG=/design/flow/config.mk WORK_HOME=/design/flow/orfs finish
</file>
==> run_results.csv <==
group,metric,value,unit
route,wirelength,978,mm
pwr,power_density,8.73,mW/mm2
floorplan,num_rows,256,
worst_setup_path,crit_fanout,47,
place,gp_congestion,1.03,
yosys,topCellsByArea,"edfxtp_1, mux4_2, mux2_2",
worst_setup_path,critPathSlowestCell,"o21ai_0",
global_routing,grtUsageTotal,44.0,%
place,dpl-instance-area,0.255,mm2
pwr,total_power,2.36,mW
final_timing,fin_crit_sh,44.5,%
clocking,cts-resized-gates,0,
global_routing,grt_max_degree,117,
worst_setup_path,cp_num_buf_inv,7,
final_timing,clock.fmax,0.0126,GHz
run_status,status,"complete, but fails checks",
worst_setup_path,cp.arrival,43.57,ns
route,ant_nets,0,
worst_setup_path,required,142.32,ns
yosys,seq_area_frac_synth,50.2,%
worst_setup_path,crit_type,"primary input to output port",
worst_setup_path,cp_cell_sequence,"buf_16, buf_4, buf_4, buf_4, buf_4, buf_4, mux4_2, mux4_2, a22o_1, o21ai_0, a31oi_1, or4_1, clkdlybuf4s50_1",
floorplan,core,0.487,mm2
worst_hold_path,min-delay-path-class,"primary input to register",
global_routing,grt_pass1_vias,170180,
clocking,postCtsHoldBufs,0,
floorplan,die_h,702,um
worst_setup_path,critical_path.top_delay_family,"buffers and inverters",
clocking,cts_tree,"built",
yosys,ys_cells,15321,
final_timing,tightestPinTransition,1.59,ns
yosys,avgSynthCellArea,16.0,um2
floorplan,chipArea,0.493,mm2
place,preCtsSetupSlack,98.84,ns
worst_setup_path,crit_top_cell,"buf_4",
pwr,leakage,86.2,nW
clocking,post_cts_buffers,0,
yosys,yosys-top-cells-count,"edfxtp_1, mux2_2, mux4_2, clkbuf_1, nand2_1",
worst_setup_path,critPathCaptureType,"output port",
clocking,cts.sinks,4097,
worst_setup_path,crit_path_start_kind,"primary input",
flow_run,drv_cap,1,
final_timing,fin_setup_tns,0,ns
clocking,path_clk_slew,0.05,ns
yosys,yosys_warnings,1,
clocking,htreeDepth,5,
place,post-dp-hpwl,637,mm
route,via_per_inst,7.21,
route,dr.pass1.iters,7,
yosys,synth_cells,15321,
route,wire_per_inst,44.2,um
final_timing,worst_slack,98.75,ns
yosys,synth-seq-cells,4097,
flow_run,warnings,56,
final_timing,period_minus_slack,79.15,ns
yosys,post-synth-top-count-cell,"edfxtp_1",
final_timing,finalHoldViolCount,0,
clocking,cts_buffer_depth,4,
pwr,peakVddDrop,0.00871,mV
yosys,synth_top_area_share,50.2,%
worst_setup_path,critPathMaxStageDelay,0.95,ns
final_timing,final-max-slew-violation-count,2,
yosys,synth_cell_types,73,
global_routing,antenna_found_initial,125,
floorplan,fp.dieW,702,um
global_routing,grt_pass1_wl,1350,mm
cells_and_area,layout-drive-gt1-share,53.3,%
floorplan,fp-utilization,50.3,%
final_timing,max_slew_margin,-7.63,%
cells_and_area,area_growth,10.3,%
route,drc_errors,0,
clocking,root_buffer,"clkbuf_16",
clocking,numCtsBuffers,466,
run_status,failed_checks,"max-capacitance violations, max-slew violations",
cells_and_area,design_area,0.270,mm2
final_timing,finalSetupViolations,0,
yosys,flop_cell,"edfxtp_1",
yosys,async_reset_ff_share,0,%
yosys,syn_area,0.245,mm2
final_timing,rsz0062_at_grt,"no",
yosys,top_area_cell,"edfxtp_1",
route,drtIter0Drc,12318,
yosys,edf_count,4096,
global_routing,grt-ovfl-total,0,
route,via_count,159330,
place,place.port_buffers,44,
floorplan,io_pins,52,
yosys,ys_area,0.245,mm2
-- cells by family (layout without fill, tap and decap cells) --
group | count (synthesis) | in the layout | share of synthesized area, %
multiplexers | 6510 | 6510 | 40.4
adder cells (fa/ha/maj) | 5 | 5 | 0.0255
AND/OR/NAND/NOR | 1692 | 1692 | 3.06
flip-flops | 4097 | 4097 | 50.2
XOR/XNOR | 12 | 12 | 0.0490
other | 0 | 194 | 0
buffers and inverters | 1870 | 2011 | 3.28
AND-OR/OR-AND | 1135 | 1135 | 2.96
-- final timing paths --
path | from | to | slack [ns] | cells after the start
hold / removal | ram_RW | ram_write_done | 34.98 | 2
setup / recovery | ram_addr[0] | ram_out[7] | 98.75 | 13
-- per-layer routing --
layer	vias to the layer above	track usage, %	routed length [um]
met1	81536	51.3	294000
met5	-	8.36	4590
li1	62658	-	-
met4	171	23.8	67600
met3	2659	34.9	184000
met2	12306	58.2	428000
-- layout by cell type, fill, tap and decap left out, drive strengths merged, types with 27 or more instances in the layout --
cell,synthesis,layout
buf,650,1120
nand2,1035,1035
bufinv,0,49
edfxtp,4096,4096
mux4,2303,2303
inv,17,28
diode,0,194
a22oi,61,61
mux2,4105,4105
a22o,64,64
o21ai,400,400
clkinv,0,223
a221oi,64,64
o221ai,27,27
o22ai,204,204
a21oi,141,141
nor2,298,298
nand4,32,32
nand3,243,243
clkbuf,1203,556
mux2i,102,102
a32oi,36,36
-- report_power, final --
group	switching (mW)	internal, mW
registers	0.000848	1.06
clock network	0.413	0.552
logic	0.211	0.121
total	0.624	1.74
-- final cells by class --
class / count / area (um2)
timing repair buffer: 1139 / 9090
multi-input combinational: 9354 / 115000
fill: 36709 / 217000
sequential: 4097 / 123000
inverter: 17 / 81.3
antenna: 194 / 485
tap: 6450 / 8070
clock buffer: 556 / 12100
clock inverter: 299 / 2840
-- stage by stage --
stage	std cells	hold slack, ns	util [%]
final	22106	34.98	55.5
after global routing	21997	35.01	55.5
after CTS	21912	34.97	55.4
after detailed placement	21057	36.11	52.3
after global placement	21057	36.11	52.3
after floorplan	15321	35.61	-
-- registers in the layout (all words and copies together), names as in the netlist --
register	flops
ram_write_done	1
mem_ram	4096
No activity file was given, so power comes from the tool's default toggle rates.
