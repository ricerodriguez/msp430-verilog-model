<file path="config.mk">
export PLATFORM = sky130hd
export DESIGN_NAME = reg_file
export DESIGN_NICKNAME = reg_file
export VERILOG_FILES = /design/flow/design.v
export SDC_FILE = /design/flow/constraint.sdc
export NUM_CORES = 4
export LEC_CHECK = 1
export CORE_UTILIZATION = 30
</file>
<file path="run.sh">
#!/bin/bash
# OpenROAD 26Q1-2900-gdf79404cd8, Yosys 0.63+post, stock flow scripts
make -C /OpenROAD-flow-scripts/flow DESIGN_CONFIG=/design/flow/config.mk WORK_HOME=/design/flow/orfs finish
</file>
<file path="design.v">
module reg_file
  ( 
   input         clk,
   input         rst,
   input         RW,
   input [1:0]   As,  
   input [15:0]  reg_PC_in, reg_SR_in, reg_SP_in,
   input [15:0]  RST_VEC,
   input [15:0]  reg_Din,
   input [3:0]   reg_SA, reg_DA,
   output [15:0] reg_PC_out, reg_SR_out, reg_SP_out,
   output [15:0] Dout, Sout);
   reg [15:0]    regs [15:0];
   reg [15:0]    reg_Din_last;
   reg [3:0]     reg_SA_last, reg_DA_last;
   reg [15:0]    reg_CG1_out, reg_CG2_out;   
   wire          valid_reg_Din_PC = (reg_Din > 16'h01FF)    ? 1 : 0;
   wire          write_to_PC = (!reg_DA && RW)              ? 1 : 0;
   wire          write_to_SP = ((reg_DA == 4'd1) && RW)     ? 1 : 0;
   wire          write_to_SR = ((reg_DA == 4'd2) && RW)     ? 1 : 0;
   wire [2:0]    write_to_CPUREG = {write_to_SR,write_to_SP,write_to_PC};
   wire          CG1_active = ((As > 0) && (reg_SA == 2))   ? 1 : 0;
   assign reg_PC_out      = regs[0];
   assign reg_SP_out      = regs[1];
   assign reg_SR_out      = CG1_active ? reg_CG1_out : regs[2];
   integer       i;
   initial
     begin
        reg_Din_last <= 0;
        reg_SA_last <= 0;
        reg_DA_last <= 0;
        reg_CG1_out <= 0;
        reg_CG2_out <= 0;
        for (i=0;i<16;i=i+1)
          regs[i] = 'hc000 + i;
     end
   assign {Sout,Dout} = (reg_SA != 3) ? {regs[reg_SA],regs[reg_DA]} :
                        {reg_CG2_out,regs[reg_DA]};
   always @ (posedge clk)
     begin
        if (rst)
          begin
             regs[2] <= 16'h0;    
             regs[0] <= RST_VEC;  
          end
        else
          begin
             if (RW && (reg_DA != 3))
               regs[reg_DA] <= (!reg_DA && ~valid_reg_Din_PC) ? RST_VEC : reg_Din;
             if (~write_to_PC)
               regs[0] <= reg_PC_in;
             if (~write_to_SP)
               regs[1] <= reg_SP_in;
             if (~write_to_SR)
               regs[2] <= reg_SR_in;
          end  
        reg_SA_last <= reg_SA;
        reg_DA_last <= reg_DA;
        reg_Din_last <= reg_Din;
     end  
   always @ (*)
     case({As,reg_SA})
       {2'b00,4'd2}: reg_CG1_out <= reg_SR_in;
       {2'b01,4'd2}: reg_CG1_out <= 0;
       {2'b10,4'd2}: reg_CG1_out <= 16'h0004;
       {2'b11,4'd2}: reg_CG1_out <= 16'h0008;
       {2'b00,4'd3}: reg_CG2_out <= 0;
       {2'b01,4'd3}: reg_CG2_out <= 16'h0001;
       {2'b10,4'd3}: reg_CG2_out <= 16'h0002;
       {2'b11,4'd3}: reg_CG2_out <= 16'hFFFF;
       default: {reg_CG1_out, reg_CG2_out} <= {regs[3],regs[2]};       
     endcase  
endmodule
</file>
<file path="constraint.sdc">
current_design reg_file

set clk_period 7.9
set clk_io_pct 0.2

create_clock -name clk0 -period $clk_period [get_ports {clk}]

set non_clock_inputs [all_inputs -no_clocks]
set_input_delay [expr $clk_period * $clk_io_pct] -clock clk0 $non_clock_inputs
set_output_delay [expr $clk_period * $clk_io_pct] -clock clk0 [all_outputs]
</file>
==> GITHUB_STEP_SUMMARY <==
## Synthesis and layout report

| Metric | Value |
|---|---|
| Status | `finished clean` |
| Aoi share | `0.0775` |
| Unrepaired setup endpoints after global routing | `no` |
| Relative slew slack | `0.369` |
| Sequential Area | `8170 um2` |
| Multiplexer share | `0.248` |
| Top routing layer in use | `met4` |
| Dpl hpwl | `28000 um` |
| First-pass GRT wire length | `59700 um` |
| Port bufs | `172` |
| Maximum clock insertion buffer count | `3` |
| CP Launch Type | `input pin` |
| LEAKAGE | `5.76 nW` |
| Ys Warns | `1` |
| Metal3 WL | `4920 um` |
| Resized Gates After CTS | `0` |
| Die X | `214 um` |
| Final worst path period share | `0.709` |
| Fillers | `4012` |
| Flops after synth | `288` |
| Ant diodes | `0` |
| Die ar. | `45700 um2` |
| Yosys adder share | `0` |
| WL/cell | `24.7 um` |
| CP Max Fanout | `36` |
| Min Tclk post-route | `5600 ps` |
| Wire length on met1 | `13700 um` |
| Post-synth EDFFs | `256` |
| CTS tree | `built` |
| Xor/xnor share | `0` |
| Mean Syn Cell Area | `17.2 um2` |
| VDD IR max | `136 uV` |
| Htree depth | `1` |
| Synthesized area | `13500 um2` |
| Logic area | `5160 um2` |
| I/O pins | `173` |
| Register pins left without a clock | `32` |
| Synth top area cells | `edfxtp_1, mux4_2, dlxtp_1, mux2_2, o22ai_1` |
| Post-CTS setup repair buffer count | `0` |
| TritonCTS Buffers | `27` |
| CP Data Required Time | `6320 ps` |
| All-layer global routing usage | `0.193` |
| Largest net degree at the start of global routing | `76` |
| Worst hold path type | `in -> reg` |
| Top_reg_cell synth | `edfxtp_1` |
| Synthesis area per yosys | `13500 um2` |
| Total length of routed wires | `40000 um` |
| Asr flop ratio synth | `0` |
| Drt drc | `0` |
| Worst slew pin tran | `944 ps` |
| Starting Density | `0.304` |
| Met2 WL | `20200 um` |
| Cell accounting for the most synthesized area | `edfxtp_1` |
| PD cells | `198 nW/um2` |
| Die Height | `214 um` |
| Vias/cell | `5.36` |
| Vias post-DR | `8663` |
| Clk root buf | `clkbuf_16` |
| Synth Instances | `782` |
| Area growth syn-to-layout | `26.4%` |
| DR iter-0 viols | `424` |
| Final Max Slew Viols | `0` |
| GPL Wtd Cong | `0.885` |
| Critical path class | `in -> out` |
| WHS | `1730 ps` |
| Number of global-route vias before repair | `9357` |
| Final Total Pwr | `3.37 mW` |
| Floorplan core area | `44200 um2` |
| Row count | `77` |
| CTS Hold Bufs | `0` |
| Antenna violations before repair | `0` |
| CP Capture Type | `output port` |
| Top logic family | `multiplexers` |
| CP arrival | `4020 ps` |
| Clock slew seen by the registers of the worst setup and hold paths | `60 ps` |
| Top cell area share | `0.571` |
| Netlist cell types | `43` |
| Grt total ovfl | `0` |
| Tool warnings | `25` |
| Upper clock frequency limit | `179 MHz` |
| Routed Antenna Nets | `0` |
| Share of layout cells above drive strength 1 | `0.250` |
| Final setup fails | `0` |
| Endpoints left unconstrained | `32` |
| Max Cap Violations | `0` |
| Ys cells | `782` |
| And+or+nand+nor area frac | `0.0429` |
| Setup TNS | `0 ps` |
| Endpoints failing hold | `0` |
| Drt pass-1 iters | `4` |
[power by group]
group / switching, mW / internal (mW)
sequential: 0.0436 / 1.56
clock: 0.512 / 0.815
combinational: 0.188 / 0.245
[cell type report]
cell class	instances	area share
clock buffers	30	0.0404
clock inverters	18	0.0136
inverters	7	0.00154
multi-input cells	473	0.304
flip-flops and latches	288	0.480
well taps	592	0.0435
repair buffers	209	0.117
[critical path, stage by stage]
cell,delay [ps]
buf_4,430
buf_4,620
mux4_2,570
o22ai_1,220
nor2_1,130
clkdlybuf4s50_1,420
[synthesized netlist by cell type, types with 8 or more instances]
library cell and instances:
a21o_1 20, a22o_1 27, a22oi_1 32, buf_2 27, clkbuf_1 20, dlxtp_1 32
edfxtp_1 256, mux2_2 34, mux4_2 128, nand2_1 33, nor2_1 41, nor2b_1 8
nor3_1 13, o22ai_1 43
[stage by stage]
| step | cells | instance area (um2) | setup slack (ps) | util |
|---|---|---|---|---|
| final | 1617 | 17000 | 2300 | 0.385 |
| after floorplan | 828 | 13600 | 3540 | - |
| after global placement | 1569 | 16100 | 2260 | 0.364 |
| after detailed placement | 1569 | 16100 | 2260 | 0.364 |
| after global routing | 1617 | 17000 | 2120 | 0.385 |
| after CTS | 1617 | 17000 | 2250 | 0.385 |
[cell families after synthesis]
family / Yosys count
flip-flops: 256
buffers and inverters: 67
other: 2
AND-OR/OR-AND: 141
latches: 32
multiplexers: 169
AND/OR/NAND/NOR: 115
[cell usage in the layout (no fill, tap or decap), types with 32 or more instances in the layout]
| cell type | instances |
|---|---|
| conb_1 | 48 |
| o22ai_1 | 43 |
| mux4_2 | 128 |
| mux2_2 | 34 |
| edfxtp_1 | 256 |
| clkdlybuf4s50_1 | 167 |
| nand2_1 | 33 |
| nor2_1 | 41 |
| a22oi_1 | 32 |
| dlxtp_1 | 32 |
| buf_4 | 39 |
[flip-flops by register name (all words and copies together) (netlist names)]
signal / cells
reg_CG1_out: 16
regs: 256
reg_CG2_out: 16
[worst paths after layout]
path | start | to | slack (ps) | depth (start not counted)
worst max-delay path | reg_SA[2] | Sout[12] | 2300 | 6
worst min-delay path | reg_SP_in[3] | regs[1][3]$_DFFE_PP_ | 1730 | 2
[routing by layer]
metal,vias to the layer above,global-route usage
met4,0,0.0468
met2,518,0.312
li1,3695,-
met1,4387,0.233
met3,63,0.0997
met5,-,0.00431
Power and IR drop assume default switching activity.
